==> ./design.v <==
`timescale 1ns / 1ps
`timescale 1 ns / 1 ps
module ROM_Weight ( input[3:0] ADDR ,output[31:0] DATA_RE,output[31:0] DATA_IM);
reg [31:0] re[0:15];
reg [31:0] im[0:15];
initial  begin
re[0] = 32'h00010000;re[1] = 32'h0000FB15;re[2] = 32'h0000EC83;re[3] = 32'h0000D4DB;
re[4] = 32'h0000B505;re[5] = 32'h00008E3A;re[6] = 32'h000061F8;re[7] = 32'h000031F1;
re[8] = 32'h00000000;re[9] = 32'hFFFFCE0F;re[10] = 32'hFFFF9E08;re[11] = 32'hFFFF71C6;
re[12] = 32'hFFFF4AFB;re[13] = 32'hFFFF2B25;re[14] = 32'hFFFF137D;re[15] = 32'hFFFF04EB;
im[0] = 32'h00000000;im[1] = 32'hFFFFCE0F;im[2] = 32'hFFFF9E08;im[3] = 32'hFFFF71C6;
im[4] = 32'hFFFF4AFB;im[5] = 32'hFFFF2B25;im[6] = 32'hFFFF137D;im[7] = 32'hFFFF04EB;
im[8] = 32'hFFFF0000;im[9] = 32'hFFFF04EB;im[10] = 32'hFFFF137D;im[11] = 32'hFFFF2B25;
im[12] = 32'hFFFF4AFB;im[13] = 32'hFFFF71C6;im[14] = 32'hFFFF9E08;im[15] = 32'hFFFFCE0F;
end
assign DATA_RE = re[ADDR];
assign DATA_IM = im[ADDR];
endmodule
==> ./run.sh <==
#!/bin/bash
# OpenROAD 26Q1-2900-gdf79404cd8, Yosys 0.63+post, stock flow scripts
make -C /OpenROAD-flow-scripts/flow DESIGN_CONFIG=/design/flow/config.mk WORK_HOME=/design/flow/orfs finish
==> ./config.mk <==
export PLATFORM = sky130hd
export DESIGN_NAME = ROM_Weight
export DESIGN_NICKNAME = ROM_Weight
export VERILOG_FILES = /design/flow/design.v
export SDC_FILE = /design/flow/constraint.sdc
export NUM_CORES = 4
export LEC_CHECK = 1
export CORE_AREA = 10 10 82 82
export DIE_AREA = 0 0 92 92
==> ./constraint.sdc <==
current_design ROM_Weight

set clk_period 1.3
set clk_io_pct 0.2

create_clock -name clk0 -period $clk_period

set non_clock_inputs [all_inputs -no_clocks]
set_input_delay [expr $clk_period * $clk_io_pct] -clock clk0 $non_clock_inputs
set_output_delay [expr $clk_period * $clk_io_pct] -clock clk0 [all_outputs]
==> metrics.yaml <==
grt_pass1_wl_um: 8390
grt_pass1_vias: 1552
hold_viol: 0
core_mm2: 0.00507
logic_family: "buffers and inverters"
fin_ws_ns: -0.312
dieArea_mm2: 0.00846
wl_um: 5640
dp_hpwl_um: 3380
fp.dieH_um: 92
power_frac_seq: 0
warning_count: 42
rsz0062_at_grt: "true"
fp_util: 0.204
holdBufCountCts: 0
synth.largest_area_cell: "buf_4"
fa_ha_area_frac: 0.109
yosys_warnings: 1
portBuffers: 68
finalSetupViolations: 61
drv_cap: 0
powerDensity_mw_per_mm2: 371
place.gp.congestion: 0.885
status: "finished with violations"
grt.total_usage: 0.116
violations: "setup timing"
drt_iter0_markers: 92
cp_max_fo: 6
yosysCellCount: 160
yosysTopAreaCellShare: 0.218
ys_chip_area_mm2: 0.00103
synthAoiAreaFrac: 0.312
antenna_found_initial: 0
hold_path_class: "input port to output port"
final.setup.tns_ns: -9.53
first_pass_iters: 4
topCellsByArea: "buf_4, ha_1, a21oi_1"
vias: 1614
design_area_mm2: 0.00271
syn_avg_cell_area_um2: 6.47
fp.dieW_um: 92
p_leak_uw: 0.00125
end_kind: "output port"
start_kind: "input port"
grt_max_degree: 18
ios: 68
worstMarginPinSlew_ns: 0.242
flop_area_um2: 0
synth_cell_type_count: 36
slew_violations: 0
arrival_ns: 1.35
p_int_uw: 594
drcViolationCount: 0
ir_drop_mv: 0.187
finalCriticalPeriod_ns: 1.61
yosysMostFrequentCell: "buf_4"
clkPwrFrac: 0
placementRows: 26
ys_top_cells_by_count: "buf_4, a21oi_1, nand2_1, o21ai_0, nand2b_1"
netlist_instances: 160
area_growth_pct: 162
place_area_mm2: 0.00183
ys_seq_share: 0
crit_type: "input port to output port"
switching_share: 0.410
ff_count: 0
num-fill-cells: 431
drive_gt1_frac: 0.814
fin_crit_sh: 1.24
mux_area_frac: 0.0109
fmax_mhz: 620
n_clock_buffer: 0
viasPerCell: 4.61
crit_required_ns: 1.04
power_frac_comb: 1.000
drt-wirelength-per-cell_um: 16.1
grt_overflow: 0
max-slew-margin-rel: 0.837
xor_share: 0
simple_gate_share: 0.253
p_switching_uw: 413
netlist_area_mm2: 0.00103
ant_nets: 0
logic_area_mm2: 0.00112
insertedDiodeCount: 0
[metal layers]
| metal | vias to the layer above | GRT usage | wire (um) | share of wire |
|---|---|---|---|---|
| li1 | 779 | - | - | - |
| met5 | - | 0 | 0 | 0 |
| met2 | 53 | 0.215 | 2830 | 0.50 |
| met3 | 8 | 0.0115 | 265 | 0.047 |
| met1 | 774 | 0.149 | 2480 | 0.44 |
| met4 | 0 | 0.00514 | 51 | 0.0091 |
[worst max-delay path, cell delays in order]
cell and delay (ns):
buf_12 0.10, inv_8 0.03, ha_4 0.26, or2_4 0.28, buf_6 0.12, a21oi_2 0.12
nor2_1 0.06, buf_2 0.11
[power groups by stage]
stage	combinational, uW	sequential (uW)	clock (uW)
6_report	1010	0	0
5_1_grt	1080	0	0
4_1_cts	931	0	0
[kinds of logic after synthesis]
| kind of cell | count (synthesis) |
|---|---|
| buf+inv | 47 |
| fa+ha+maj | 9 |
| mux | 1 |
| compound gates | 51 |
| simple gates | 52 |
[placed cells by master (no fill, tap or decap), types with 3 or more instances in the layout]
cell / synthesis / routed
buf_6: 4 / 72
buf_4: 30 / 36
buf_2: 6 / 32
a21oi_2: 1 / 11
nand2_1: 13 / 9
nor2_1: 10 / 9
nand2b_4: 0 / 8
o21ai_1: 1 / 8
ha_4: 0 / 8
clkbuf_2: 0 / 8
nand3_2: 0 / 5
or2_4: 1 / 4
o21ai_2: 0 / 4
o211ai_1: 4 / 4
buf_8: 0 / 4
nand3_4: 0 / 3
a21oi_1: 14 / 3
nand2b_1: 11 / 3
buf_12: 0 / 3
dlygate4sd2_1: 0 / 3
[timing repair]
item	4_1_cts	5_1_grt
endpoints found under the setup margin	64	64
cloned	5	0
buffers inserted	44	11
hold endpoints to repair	0	0
gates resized	335	48
pin swaps	36	11
[layout make-up]
cell class / instances / share of cell area
timing repair buffer: 159 / 0.537
tap: 70 / 0.0323
multi-input combinational: 115 / 0.414
timing repair inverter: 1 / 0.00277
inverter: 5 / 0.0143
[final timing paths]
check / cells after the start / slack, ns / startpoint / endpoint
setup / recovery: 8 / -0.31 / ADDR[0] / DATA_IM[2]
hold / removal: 4 / 0.94 / ADDR[2] / DATA_IM[15]
[stage by stage]
stage	util	power (uW)	setup slack [ns]	instances	hold WS, ns
final	0.534	1010	-0.312	350	0.942
after global routing	0.534	1080	-0.343	350	0.963
after CTS	0.512	931	-0.279	343	0.935
after detailed placement	0.360	683	-1.19	294	1.77
after global placement	0.360	684	-1.20	294	1.76
after floorplan	-	304	-0.0547	160	0.630
Power figures rest on the tool's default switching activity, not on a simulated workload.
