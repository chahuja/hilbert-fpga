<file path="design/flow/config.mk">
export PLATFORM = sky130hd
export DESIGN_NAME = READ_ROM32
export DESIGN_NICKNAME = READ_ROM32
export VERILOG_FILES = /design/flow/design.v
export SDC_FILE = /design/flow/constraint.sdc
export NUM_CORES = 4
export LEC_CHECK = 1
export CORE_AREA = 10 10 88 88
export DIE_AREA = 0 0 98 98
</file>
<file path="design/flow/constraint.sdc">
current_design READ_ROM32

set clk_period 1.9
set clk_io_pct 0.2

create_clock -name clk0 -period $clk_period

set non_clock_inputs [all_inputs -no_clocks]
set_input_delay [expr $clk_period * $clk_io_pct] -clock clk0 $non_clock_inputs
set_output_delay [expr $clk_period * $clk_io_pct] -clock clk0 [all_outputs]
</file>
<file path="design/flow/design.v">
`timescale 1 ns / 1 ps
module READ_ROM32 ( input[4:0] ADDR ,output[31:0] DATA_RE,output[31:0] DATA_IM);
reg [31:0] re[0:31];
initial  begin
re[0] = 32'h00000000;re[1] = 32'hFFE4CC88;re[2] = 32'h002DA5B3;re[3] = 32'hFFCE9932;
re[4] = 32'h00254173;re[5] = 32'hFFF2E19A;re[6] = 32'hFFF0C26D;re[7] = 32'h0026B1CD;
re[8] = 32'hFFCE4E3A;re[9] = 32'h002CB328;re[10] = 32'hFFE6AE85;re[11] = 32'hFFFDC9B2;
re[12] = 32'h001D07D3;re[13] = 32'hFFD17EA5;re[14] = 32'h00310311;re[15] = 32'hFFDC4195;
re[16] = 32'h000AF8A5;re[17] = 32'h0011551D;re[18] = 32'hFFD7F13F;re[19] = 32'h0031E3D5;
re[20] = 32'hFFD455CB;re[21] = 32'h001762CC;re[22] = 32'h00046B81;re[23] = 32'hFFE13261;
re[24] = 32'h002F45B3;re[25] = 32'hFFCF793E;re[26] = 32'h00222978;re[27] = 32'hFFF7329D;
re[28] = 32'hFFEC9C0A;re[29] = 32'h002957A0;re[30] = 32'hFFCE0320;re[31] = 32'h002A8B5D;
end
reg [31:0] im[0:31];
initial  begin
im[0] = 32'h00000000;im[1] = 32'h00000000;im[2] = 32'h00000000;im[3] = 32'h00000000;
im[4] = 32'h00000000;im[5] = 32'h00000000;im[6] = 32'h00000000;im[7] = 32'h00000000;
im[8] = 32'h00000000;im[9] = 32'h00000000;im[10] = 32'h00000000;im[11] = 32'h00000000;
im[12] = 32'h00000000;im[13] = 32'h00000000;im[14] = 32'h00000000;im[15] = 32'h00000000;
im[16] = 32'h00000000;im[17] = 32'h00000000;im[18] = 32'h00000000;im[19] = 32'h00000000;
im[20] = 32'h00000000;im[21] = 32'h00000000;im[22] = 32'h00000000;im[23] = 32'h00000000;
im[24] = 32'h00000000;im[25] = 32'h00000000;im[26] = 32'h00000000;im[27] = 32'h00000000;
im[28] = 32'h00000000;im[29] = 32'h00000000;im[30] = 32'h00000000;im[31] = 32'h00000000;
end
assign DATA_RE = re[ADDR];
assign DATA_IM = im[ADDR];
endmodule
</file>
<file path="design/flow/run.sh">
#!/bin/bash
# OpenROAD 26Q1-2900-gdf79404cd8, Yosys 0.63+post, stock flow scripts
make -C /OpenROAD-flow-scripts/flow DESIGN_CONFIG=/design/flow/config.mk WORK_HOME=/design/flow/orfs finish
</file>
==> load_flow_metrics.sql <==
-- implementation run metrics
INSERT INTO impl_metrics (metric_group, metric, value, unit) VALUES
('die', 'die_width', '98', 'um'),
('placed_design', 'dpl.cell_count', '373', ''),
('timing', 'layout_min_cycle_time', '2120', 'ps'),
('placed_design', 'place.gp.congestion', '0.919', ''),
('run', 'maxCapViolCount', '0', ''),
('placed_design', 'postPlaceCellArea', '2170', 'um^2'),
('cells_and_area', 'sequential_cell_area', '0', 'um^2'),
('pwr', 'finalPower', '0.823', 'mW'),
('placed_design', 'io_buffer_count', '37', ''),
('logic_synthesis', 'postSynthCellCount', '238', ''),
('timing', 'setup_repair_after_global_routing_missed_its_margin', 'yes', ''),
('setup_path', 'end_kind', 'output port', ''),
('cells_and_area', 'combinational_cell_area_excluding_buffers_and_inverters', '1680', 'um^2'),
('setup_path', 'timing.critical_path.fanout_max', '4', ''),
('hold_path', 'worst_hold_path.num_cells', '4', ''),
('detailed_routing', 'drc', '0', ''),
('cells_and_area', 'area_delta_synth_final', '93.3', '%'),
('logic_synthesis', 'synthDominantCellAreaShare', '0.222', ''),
('detailed_routing', 'via_count', '2086', ''),
('die', 'die-height', '98', 'um'),
('global_routing', 'grt_max_degree', '19', ''),
('logic_synthesis', 'ys_cells', '238', ''),
('logic_synthesis', 'synth_area_per_cell', '6.68', 'um^2'),
('timing', 'whs', '1290', 'ps'),
('die', 'pin_count', '69', ''),
('cells_and_area', 'num-fill-cells', '491', ''),
('global_routing', 'grtUsageTotal', '0.125', ''),
('placed_design', 'hpwlAfterDp', '4.35', 'mm'),
('die', 'chip_area', '9600', 'um^2'),
('timing', 'final_hold_viol_count', '0', ''),
('cells_and_area', 'clock_buffers', '0', ''),
('pwr', 'power-per-cell-area', '268', 'nW/um^2'),
('logic_synthesis', 'synthDistinctLibCells', '45', ''),
('logic_synthesis', 'postSynthSeqShare', '0', ''),
('placed_design', 'minimum_setup_slack_after_placement', '-1170', 'ps'),
('global_routing', 'grt_pass1_wl', '10.5', 'mm'),
('die', 'floorplan.core_util', '0.268', ''),
('logic_synthesis', 'most_area_consuming_cells_after_synthesis', 'sky130_fd_sc_hd__buf_4, sky130_fd_sc_hd__ha_1, sky130_fd_sc_hd__a21oi_1', ''),
('detailed_routing', 'routed_wire_length_per_instance', '17.0', 'um'),
('cells_and_area', 'seq_cell_count', '0', ''),
('timing', 'finalSetupViolations', '28', ''),
('logic_synthesis', 'synth-warning-count', '1', ''),
('detailed_routing', 'drtAntennaViolNets', '0', ''),
('hold_path', 'min_path_type', 'in2out', ''),
('run', 'warnings', '46', ''),
('clocking', 'cts_hold_repair.buffers', '0', ''),
('cells_and_area', 'final-instance-count-excl-fill', '417', ''),
('detailed_routing', 'antennaDiodeCount', '0', ''),
('hold_path', 'hold-path-endpoint', 'DATA_RE[9]', ''),
('logic_synthesis', 'yosysChipArea', '1590', 'um^2'),
('detailed_routing', 'firstDrtPassIters', '4', ''),
('pwr', 'power.ir.vdd_worst', '0.148', 'mV'),
('cells_and_area', 'fin_util', '0.519', ''),
('cells_and_area', 'drive_gt1_frac', '0.611', ''),
('global_routing', 'antenna_violations_before_repair', '0', ''),
('timing', 'finalSetupTns', '-3700', 'ps'),
('pwr', 'leakage_dissipation', '1.38', 'nW'),
('die', 'num_rows', '28', ''),
('logic_synthesis', 'top_area_cell', 'sky130_fd_sc_hd__buf_4', ''),
('timing', 'fin_ws', '-223', 'ps'),
('setup_path', 'worstPathRequired', '1520', 'ps'),
('timing', 'maxSlewViolCount', '0', ''),
('setup_path', 'worstSetupStartpointType', 'input pin', ''),
('hold_path', 'worst_hold_startpoint', 'ADDR[3]', ''),
('cells_and_area', 'design_area', '3070', 'um^2'),
('timing', 'achievable-frequency', '0.471', 'GHz'),
('status', 'failed_checks', 'setup timing', ''),
('setup_path', 'worst-endpoint-arrival', '1740', 'ps'),
('setup_path', 'path_class', 'in2out', ''),
('detailed_routing', 'vias_per_cell', '5.00', ''),
('logic_synthesis', 'synthesis.area', '1590', 'um^2'),
('detailed_routing', 'drt-initial-drc-count', '188', ''),
('global_routing', 'number_of_global_route_vias_before_repair', '1959', ''),
('detailed_routing', 'postRouteWirelength', '7.10', 'mm'),
('die', 'core-area', '5920', 'um^2'),
('status', 'status', 'complete, but fails checks', ''),
('global_routing', 'grt-ovfl-total', '0', ''),
('timing', 'final.period_utilization', '1.12', '');
==> routing by layer <==
metal  global-route usage  routed length (um)
met1                0.181                3300
met2                0.204                3350
met3               0.0149                 396
met4              0.00447                  49
met5                    0                   0
==> cell usage in the layout, fill, tap and decap left out, drive strengths merged, types with 2 or more instances in the layout <==
master / count
a211oi: 9
inv: 8
a21oi: 24
nand2: 20
o221ai: 3
o22ai: 3
ha: 13
clkbuf: 2
a311oi: 3
a21o: 3
mux2: 2
buf: 128
mux4: 2
nor3: 6
nand3: 2
nor2: 18
mux2i: 2
o211ai: 4
a31oi: 5
o2111ai: 2
conb: 32
o21ai: 18
clkdlybuf4s15: 3
nor2b: 6
nand2b: 8
==> worst max-delay path, stage by stage <==
cell and delay [ps]:
sky130_fd_sc_hd__buf_12 110, sky130_fd_sc_hd__buf_4 130, sky130_fd_sc_hd__ha_4 180, sky130_fd_sc_hd__nor2_4 160, sky130_fd_sc_hd__nand2_2 120, sky130_fd_sc_hd__o2111ai_2 120
sky130_fd_sc_hd__o221ai_2 150, sky130_fd_sc_hd__buf_2 150, sky130_fd_sc_hd__buf_6 110, sky130_fd_sc_hd__buf_2 110
==> what timing repair did <==
action,in CTS,in global routing
cloned,3,0
resized,232,35
setup endpoints to repair,32,32
setup buffers,35,8
pin swaps,42,25
hold endpoints to repair,0,0
==> worst max path at each step <==
stage	startpoint	endpoint	slack (ps)	cells past startpoint
6_report	ADDR[1]	DATA_RE[22]	-220	10
4_1_cts	ADDR[1]	DATA_RE[5]	-190	8
5_1_grt	ADDR[0]	DATA_RE[31]	-280	11
==> cell usage after synthesis, types with 5 or more instances <==
master                     number
sky130_fd_sc_hd__buf_6          5
sky130_fd_sc_hd__a211oi_1       9
sky130_fd_sc_hd__o21ai_0       14
sky130_fd_sc_hd__nor3_1         6
sky130_fd_sc_hd__a21oi_1       24
sky130_fd_sc_hd__buf_2          6
sky130_fd_sc_hd__nand2b_1       8
sky130_fd_sc_hd__inv_1          7
sky130_fd_sc_hd__nor2b_1        5
sky130_fd_sc_hd__nand2_1       20
sky130_fd_sc_hd__buf_4         47
sky130_fd_sc_hd__a31oi_1        5
sky130_fd_sc_hd__nor2_1        17
sky130_fd_sc_hd__ha_1          13
==> power by group <==
group	internal [mW]	switching, mW	total [mW]	leakage (nW)
clock network	0	0	0	0
registers	0	0	0	0
logic	0.457	0.366	0.823	1.38
==> cell type report <==
type,count,share of cell area
Inverter,9,0.0187
Multi-Input combinational cell,198,0.546
Tap cell,75,0.0305
Timing Repair Buffer,135,0.405
==> cell families (layout without fill, tap and decap cells) <==
group                    Yosys count  after routing  synth area share
adder cells (fa/ha/maj)           13             13             0.102
XOR/XNOR                           2              2            0.0110
buffers and inverters             71            144             0.309
AND-OR/OR-AND                     82             82             0.329
multiplexers                       6              6            0.0575
other                              1             32           0.00236
AND/OR/NAND/NOR                   63             63             0.189
Power is estimated from default activity; no workload was simulated.
